**/design/flow/design.v**
```verilog
module final_project(clk,a_in,sw, HEX3, HEX2, HEX1,btn2,btn1,btn0, HEX0,led);
	input clk;
	input [3:0]a_in; 
	input [5:0] sw;
	output reg [0:7]HEX3;
	output reg [0:7]HEX2;
	output reg [0:7]HEX1;
	output reg [0:7]HEX0;
	reg [7:0] num[10];
	input btn2;
	input btn1;
	input btn0;
	reg [9:0] n = 10'd10; 
	output reg[9:0] led;
	reg [3:0] i = 4'd0, j = 4'd0;
	wire[0:7]a =8'b00001001;
	wire[0:7]b =8'b00001001;
	reg c=0;
	reg c2=1;
	reg [0:7]num_of_a = 8'b0000000; 
	reg [0:7]num_of_b = 8'b0000000; 
	reg [0:7]num_of_c = 8'b0000000; 
	reg[0:7]answer0 = 8'b10011001; 
	reg[0:7]answer1 = 8'b00001101; 
	reg[0:7]answer2 = 8'b00100101; 
	reg[0:7]answer3 = 8'b10011111; 
	initial begin
		num[0]=8'b00000011; 
		num[1]=8'b10011111; 
		num[2]=8'b00100101; 
		num[3]=8'b00001101; 
		num[4]=8'b10011001; 
		num[5]=8'b01001001; 
		num[6]=8'b01000001; 
		num[7]=8'b00011011; 
		num[8]=8'b00000001; 
		num[9]=8'b00001001; 
		HEX3=8'b00000011; 
		HEX2=8'b00000011; 
		HEX1=8'b00000011; 
		HEX0=8'b00000011; 
		led=10'b1111111111;
		c<=0;
		c2=1;
	end
	always @(posedge clk) begin
		if(c2==1)begin
		if(sw[4]==1)begin  
			num[0]=8'b00000011; 
			num[1]=8'b10011111; 
			num[2]=8'b00100101; 
			num[3]=8'b00001101; 
			num[4]=8'b10011001; 
			num[5]=8'b01001001; 
			num[6]=8'b01000001; 
			num[7]=8'b00011011; 
			num[8]=8'b00000001; 
			num[9]=8'b00001001; 
			c<=0;
			c2=1;
			HEX3=8'b00000011; 
			HEX2=8'b00000011; 
			HEX1=8'b00000011; 
			HEX0=8'b00000011; 
			i = 4'd0;
			j = 4'd0;
			led[n]=0;
			if(led[0]==0)begin
			HEX3=8'b11100011; 
			HEX2=8'b00000011; 
			HEX1=8'b01001001; 
			HEX0=8'b01100001; 
			end
		end
		else begin
				if(sw[3]==1) begin
				case(a_in[3:0])
					4'b0000:HEX3=8'b00000011; 
					4'b0001:HEX3=8'b10011111; 
					4'b0010:HEX3=8'b00100101; 
					4'b0011:HEX3=8'b00001101; 
					4'b0100:HEX3=8'b10011001; 
					4'b0101:HEX3=8'b01001001; 
					4'b0110:HEX3=8'b01000001; 
					4'b0111:HEX3=8'b00011011; 
					4'b1000:HEX3=8'b00000001; 
					4'b1001:HEX3=8'b00001001; 
				endcase
			end
			if(sw[2]==1)begin
				case(a_in[3:0])
					4'b0000:HEX2=8'b00000011; 
					4'b0001:HEX2=8'b10011111; 
					4'b0010:HEX2=8'b00100101; 
					4'b0011:HEX2=8'b00001101; 
					4'b0100:HEX2=8'b10011001; 
					4'b0101:HEX2=8'b01001001; 
					4'b0110:HEX2=8'b01000001; 
					4'b0111:HEX2=8'b00011011; 
					4'b1000:HEX2=8'b00000001; 
					4'b1001:HEX2=8'b00001001; 
					default:HEX2=8'b0000000;
				endcase
			end
			if(sw[1]==1)begin
				case(a_in[3:0])
					4'b0000:HEX1=8'b00000011; 
					4'b0001:HEX1=8'b10011111; 
					4'b0010:HEX1=8'b00100101; 
					4'b0011:HEX1=8'b00001101; 
					4'b0100:HEX1=8'b10011001; 
					4'b0101:HEX1=8'b01001001; 
					4'b0110:HEX1=8'b01000001; 
					4'b0111:HEX1=8'b00011011; 
					4'b1000:HEX1=8'b00000001; 
					4'b1001:HEX1=8'b00001001; 
					default:HEX1=8'b0000000;
				endcase
			end
			if(sw[0]==1)begin
				case(a_in[3:0])
					4'b0000:HEX0=8'b00000011; 
					4'b0001:HEX0=8'b10011111; 
					4'b0010:HEX0=8'b00100101; 
					4'b0011:HEX0=8'b00001101; 
					4'b0100:HEX0=8'b10011001; 
					4'b0101:HEX0=8'b01001001; 
					4'b0110:HEX0=8'b01000001; 
					4'b0111:HEX0=8'b00011011; 
					4'b1000:HEX0=8'b00000001; 
					4'b1001:HEX0=8'b00001001; 
					default:HEX0=8'b0000000;
				endcase
			end
		end
		if(sw[5]==1 &&  HEX3==answer3 && c==0)begin	 
			j = j + 4'd1;
		end
		else if(sw[5]==1 && ((HEX3==answer0) || (HEX3==answer1) || (HEX3==answer2))  && c==0 &&((HEX2!=answer2)&&(HEX1!=answer1)&&(HEX0!=answer0)))begin 
			i = i + 4'd1;
		end
		if(sw[5]==1 && HEX2==answer2 && c==0)begin
			j = j + 4'd1;
		end
		else if( sw[5]==1 && ((HEX2==answer0) || (HEX2==answer1) || (HEX2==answer3) )&& c==0&&((HEX3!=answer3)&&(HEX1!=answer1)&&(HEX0!=answer0)))begin 
			i = i + 4'd1;
		end
		if(sw[5]==1 && HEX1==answer1 && c==0)begin
			j = j + 4'd1;
		end
		else if(sw[5]==1 &&  ((HEX1==answer0) || (HEX1==answer2) || (HEX1==answer3) )&& c==0 &&((HEX2!=answer2)&&(HEX3!=answer3)&&(HEX0!=answer0)) )begin 
			i = i + 4'd1;
		end
		if(sw[5]==1 && HEX0==answer0 && c==0)begin
			j = j + 4'd1;
		end
		else if(sw[5]==1 && ((HEX0==answer1) || (HEX0==answer2) || (HEX0==answer3)) && c==0 &&((HEX2!=answer2)&&(HEX1!=answer1)&&(HEX3!=answer3)))begin 
			i = i + 4'd1;
		end
		if(sw[5]==1 && c==0 && j==4)begin
			HEX3 <= 8'b01000001; 
			HEX2 <= 8'b11000101; 
			HEX1 <= 8'b11000101; 
			HEX0 <= 8'b10000101; 
		end
		else if(sw[5]==1 &&  c==0)begin 
			HEX3 = num[j];
			HEX2<= 8'b00010001; 
			HEX1= num[i];
			HEX0<= 8'b00000001; 
			c<=1;
			n=n-10'd1; 
			end
		end
	end
endmodule
```
**/design/flow/run.sh**
```bash
#!/bin/bash
# OpenROAD 26Q1-2900-gdf79404cd8, Yosys 0.63+post, stock flow scripts
make -C /OpenROAD-flow-scripts/flow DESIGN_CONFIG=/design/flow/config.mk WORK_HOME=/design/flow/orfs finish
```
**/design/flow/config.mk**
```make
export PLATFORM = sky130hd
export DESIGN_NAME = final_project
export DESIGN_NICKNAME = final_project
export VERILOG_FILES = /design/flow/design.v
export SDC_FILE = /design/flow/constraint.sdc
export NUM_CORES = 4
export LEC_CHECK = 1
export CORE_UTILIZATION = 40
```
**/design/flow/constraint.sdc**
```tcl
current_design final_project

set clk_period 9.7
set clk_io_pct 0.2

create_clock -name clk0 -period $clk_period [get_ports {clk}]

set non_clock_inputs [all_inputs -no_clocks]
set_input_delay [expr $clk_period * $clk_io_pct] -clock clk0 $non_clock_inputs
set_output_delay [expr $clk_period * $clk_io_pct] -clock clk0 [all_outputs]
```
==> COMMIT_EDITMSG <==
Record implementation results from latest flow run

* Setup repair after global routing missed its margin: false
- Between the synthesized netlist and the finished layout, the area growth was recorded as 17.6%.
- During I/O placement, the number of pins put on the boundary was 56.
- Vias per inst: 5.66
* TritonCTS clock tree: built
* Gr ovfl total: 0
- Setup slack on the worst path after placement came out at 0.849 ns.
- The slew check shows that the tightest pin keeps a relative margin of 41.9%.
- Required time of the worst setup path: 9.99 ns
* Largest net degree at the start of global routing: 59
* Max Cap Violations: 0
- The OpenROAD report gives the critical path a data arrival time of 8.87 ns.
* Worst hold path cell count: 1
- The worst setup path is launched from a primary input.
* Chip area line of the yosys report: 0.00813 mm^2
* Height of the die: 145 um
- The finished layout holds 1266 standard cells, fillers aside.
- For the final routed database, the setup TNS stands at 0 ns.
* Power share of the sequential group: 42.7%
- The analysis attributes to cell leakage a power of 3.63 nW.
- The floorplan step set the die width to 145 um.
- Iteration count of the initial detailed-routing pass: 5
* Worst-case register-to-register setup slack: 3.73 ns
- OpenROAD emitted warnings numbering 32.
* Antenna violation net count after detailed routing: 0
* Largest cells by area: sky130_fd_sc_hd__dfxtp_1 (30%), sky130_fd_sc_hd__edfxtp_1 (7.4%), sky130_fd_sc_hd__nor2b_1 (4.6%), sky130_fd_sc_hd__nor2_1 (3.6%), sky130_fd_sc_hd__nand2_1 (3.3%)
* Number of cells on the worst reg-to-reg path: 20
* Cell area after technology mapping: 0.00813 mm^2
- Combinational share of power: 11.1%
* Slack of the critical path: 1.12 ns
- Summed over all nets, the half-perimeter wirelength after detailed placement is 17.4 mm.
- Internal portion of total power: 1.10 mW
- Source-to-sink clock delay at the later pin of the worst-skew pair: 0.42 ns
- Average cell area after synthesis: 8.63 um^2
- Number of global-route vias before repair: 6599
* Ratio of final minimum period to clock period: 88.4%
* Leading cell types by count after synthesis: sky130_fd_sc_hd__dfxtp_1 (121), sky130_fd_sc_hd__nor2_1 (79), sky130_fd_sc_hd__nand2_1 (72)
- After synthesis, the netlist uses 102 different library cells.
* Clock sinks: 141
- The worst setup path is of the primary input to flop kind.
* Run status: finished clean
- The number of gates resized after CTS was 0.
* Root Buffer Master: sky130_fd_sc_hd__clkbuf_16
- Share of post-route cells with drive strength above 1: 11.7%
- Per the synthesis report, the dominant area consumer among library cells is sky130_fd_sc_hd__dfxtp_1.
- In the post-route report, total wirelength is listed as 24.4 mm.
- In the routed netlist, the antenna diode instances number 0.
- Slew Limit Fails: 0
- Min-delay worst type: flop to flop
- The first global-routing pass estimated 37.6 mm of wire.
* Number of antenna violations at the first check in global routing: 0
- Hold-check failures listed in the final report amount to 0.
- Including well taps, the total number of placed cells is 1234.
- The core region is 0.0197 mm^2.
- The final weighted congestion recorded by global placement is 0.933.
- Total via count in the routed design: 7170
- The power report shows net switching accounting for 25.2% of the total.
- Most popular library cell in the synthesized design by count: sky130_fd_sc_hd__dfxtp_1
* Warning count from the yosys run: 2
* Standard-cell row count: 51
* Number of synthesized flops with an enable pin: 20
- The final timing report counts setup violations totalling 0.
* Clk slew on worst S/H paths: 0.06 ns
* Highest fanout seen on the critical path: 16
- # port buffers: 52
* Starting DRT DRC Count: 449
- After synthesis the netlist holds a flip-flop and latch count of 141.
* Clock Path Buffers: 2
- The analysis attributes to net switching a power of 0.372 mW.
- Proportion of register bits with asynchronous set or reset after synthesis: 0%
* Fraction of power consumed by the clock network: 46.2%
* Register area share after synthesis: 37.2%
- Worst slew pin tran: 0.869 ns
- Number of hold buffers added after CTS: 0
- Critical Path End Type: flop
* Post CTS Setup Buffer Count: 0
- Residual DRC count: 0
- Cell area power density: 154 mW/mm^2
- Synthesis produced a netlist whose cell count is 942.
* Time the final worst path needs with I/O delays and setup: 8.58 ns
- The most critical hold endpoint after final layout shows a slack of 0.420 ns.
- The flow reports an fmax of 117 MHz.
- The worst VDD IR drop from the latest analysis is 123 uV.
- Number of buffers inserted during clock tree synthesis: 17
- Fp util: 41.2%
- The synthesized design devotes to its leading area cell type 29.8% of total area.
* Chip Area: 0.0209 mm^2
- In the synthesized netlist the dominant register cell turns out to be sky130_fd_sc_hd__dfxtp_1.
- On the final layout, the worst clock skew is 0.00675 ns.
- Per the detail_route report, routed wire per instance is 19.2 um.
- Total power of the final layout: 1.48 mW
- Yosys cell count: 942
* Number of levels in the clock H-tree: 4
- Overall routing resource usage: 24.4%
-- registers in the layout (all words and copies together), names as in the netlist --
| name | cells |
|---|---|
| HEX0 | 8 |
| i | 4 |
| j | 4 |
| HEX2 | 8 |
| num | 80 |
| c | 1 |
| HEX3 | 8 |
| HEX1 | 8 |
| led | 10 |
| n | 10 |
-- metrics by stage --
stage / cell area (um^2) / util, %
finish: 9550 / 48.4
global route: 9550 / 48.4
CTS: 9550 / 48.4
detailed placement: 8930 / 45.3
global placement: 8930 / 45.3
floorplan: 8130 / -
-- cell families (layout without fill, tap and decap cells) --
family                     Yosys count  count (layout)  share of synthesized area (%)
AOI/OAI and AO/OA                  249             249                           21.8
xor gates and xnor gates            32              32                           3.71
adders and majority gates           13              13                           2.00
buffers and inverters               97             156                           5.13
DFF                                141             141                           37.2
muxes                               34              34                           4.40
and+or+nand+nor                    376             376                           25.7
-- final timing paths --
path                                 from         to
worst max-delay path              a_in[1]    HEX1[4]
worst min-delay path            num[4][4]  num[4][4]
worst max register to register    HEX2[3]    HEX1[4]
worst min register to register  num[4][4]  num[4][4]
-- routing by layer --
layer  global-route usage, %  routed length, um  vias up
li1                        -                  -     3528
met1                    36.7              11500     3342
met2                    37.3              10700      251
met3                    3.24               1510       49
met4                    6.81                725        0
met5                       0                  0        -
-- cell type report --
class                   count  area [um^2]
clock inverters            12          161
clock buffers              20          457
inverters                  49          185
flip-flops and latches    141         3020
multi-input cells         704         4700
well taps                 265          332
repair buffers             75          691
fillers                  1840        10200
-- worst max-delay path, cell delays in order --
cell and delay [ns]:
sky130_fd_sc_hd__clkdlybuf4s50_1 0.63, sky130_fd_sc_hd__inv_1 0.11, sky130_fd_sc_hd__ha_1 0.37, sky130_fd_sc_hd__nor2_1 0.38, sky130_fd_sc_hd__a21o_1 0.35, sky130_fd_sc_hd__a21oi_1 0.20
sky130_fd_sc_hd__nor4_1 0.47, sky130_fd_sc_hd__o211ai_2 0.36, sky130_fd_sc_hd__xor2_1 0.25, sky130_fd_sc_hd__or3_1 0.41, sky130_fd_sc_hd__and2_4 0.21, sky130_fd_sc_hd__inv_2 0.06
sky130_fd_sc_hd__ha_1 0.12, sky130_fd_sc_hd__nor4b_1 0.27, sky130_fd_sc_hd__xnor3_1 0.47, sky130_fd_sc_hd__xnor2_1 0.19, sky130_fd_sc_hd__xnor2_2 0.53, sky130_fd_sc_hd__buf_4 0.35
sky130_fd_sc_hd__mux2_2 0.36, sky130_fd_sc_hd__a2bb2oi_1 0.14, sky130_fd_sc_hd__o221ai_1 0.14, sky130_fd_sc_hd__a211oi_1 0.40, sky130_fd_sc_hd__o21ai_0 0.15
-- power by group through the flow --
stage         combinational (mW)  clock (mW)  sequential, mW
CTS                        0.162       0.691           0.631
global route               0.177       0.715           0.633
finish                     0.163       0.682           0.631
-- cell usage in the layout (no fill, tap or decap), drive strengths merged, types with 6 or more instances in the layout --
cell type,Yosys,final
a211oi,6,6
xnor2,20,20
nor4b,6,6
o211ai,11,11
o2bb2ai,7,7
xor2,11,11
clkinv,2,7
edfxtp,20,20
nand3,12,12
or3,10,10
a22o,7,7
inv,47,48
dfxtp,121,121
nand2b,20,20
a22oi,11,11
a21oi,42,42
a221oi,6,6
and2,11,11
nor3,30,30
or2,23,23
o21a,9,9
clkbuf,29,20
nand3b,8,8
clkdlybuf4s50,0,51
and3,9,9
nor2b,60,60
buf,19,24
ha,13,13
nor4,7,7
o22ai,8,8
mux2i,23,23
nand2,73,73
nor2,79,79
a31oi,14,14
o21ai,46,46
mux2,11,11
Power figures rest on the tool's default switching activity, not on a simulated workload.
